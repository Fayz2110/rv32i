$ cat ./config.mk
export PLATFORM = sky130hd
export DESIGN_NAME = pc
export DESIGN_NICKNAME = pc
export VERILOG_FILES = /design/flow/design.v
export SDC_FILE = /design/flow/constraint.sdc
export NUM_CORES = 4
export LEC_CHECK = 1
export CORE_AREA = 10 10 105 105
export DIE_AREA = 0 0 115 115
$ cat ./constraint.sdc
current_design pc

set clk_period 1.6
set clk_io_pct 0.2

create_clock -name clk0 -period $clk_period [get_ports {clk}]

set non_clock_inputs [all_inputs -no_clocks]
set_input_delay [expr $clk_period * $clk_io_pct] -clock clk0 $non_clock_inputs
set_output_delay [expr $clk_period * $clk_io_pct] -clock clk0 [all_outputs]
$ cat ./design.v
`timescale 1ns / 1ps
module pc(
input clk,
input rst,
input [31:0] pc_in,
output reg [31:0] pc_out
    );
    reg cnt=1;
    always@(posedge clk)begin
    if (rst)begin
    pc_out=0;
    cnt=1;
    end
    else if (cnt)begin
    pc_out=0;
    cnt=0;
    end
    else begin
    pc_out=pc_in;
    end
    end
endmodule
$ cat ./run.sh
#!/bin/bash
# OpenROAD 26Q1-2900-gdf79404cd8, Yosys 0.63+post, stock flow scripts
make -C /OpenROAD-flow-scripts/flow DESIGN_CONFIG=/design/flow/config.mk WORK_HOME=/design/flow/orfs finish
==> impl_metrics.yaml <==
# synthesis and place-and-route metrics
routing:
  antenna_left: 0
  vias: 765
  met2WireLength_mm: 1.55
  drt_wl_total_mm: 3.12
  wire_per_inst_microns: 12.5
  drt-pass1-iter-count: 2
  initialDrtViolationCount: 8
  wl_met1_mm: 1.16
  met3_length_microns: 345
  top_layer_used: "met4"
  n_antenna_cell: 0
  drcViolationCount: 0
  via_per_inst: 3.07
yosys:
  top_area_share_pct: 59.1
  most_common_cell: "dfxtp_1"
  yosysSeqAreaShare_pct: 59.1
  synth.distinct_cells: 4
  ys_sh_xor_pct: 0
  ys_sh_simple_pct: 34.9
  ys_area_sq_mm: 0.00112
  adder_share_pct: 0
  logic_family: "simple AND/OR/NAND/NOR gates"
  common_cells: "dfxtp_1 (33), nor3b_2 (30), buf_6 (6), nor3b_1 (2)"
  synth-edff-count: 0
  top_cells_by_area: "dfxtp_1 (59%), nor3b_2 (34%), buf_6 (6.0%)"
  yosys_cells: 71
  synthAoiAreaFrac_pct: 0
  yosysTopAreaCell: "dfxtp_1"
  flop_cell: "dfxtp_1"
  ys.flops: 33
  mux_share_pct: 0
  synthArstFlopShare_pct: 0
  avgSynthCellArea_sq_um: 15.8
  yosys_warnings: 1
  syn-cell-area_sq_mm: 0.00112
  synthCells: 71
global_route:
  grt_usage_pct: 4.68
  gr-total-overflow: 0
  antenna_found_initial: 0
  grt_pass1_wl_mm: 4.98
  grt_pass1_vias: 882
  grt_max_degree: 34
run_status:
  outcome: "complete, no violations"
flow_run:
  warnings: 25
  maxCapViolCount: 0
die:
  dieWidth_microns: 115
  initial_utilization_pct: 12.8
  rows: 34
  ios: 66
  coreArea_sq_mm: 0.00876
  dieArea_sq_mm: 0.0132
  die_h_microns: 115
setup_path:
  r2r_start: "cnt"
  rrSetupSlack_ns: 0.59
  path_cells: "clkdlybuf4s50_1"
  cpPeakStageDelay_ns: 0.49
  path_class: "flop to primary output"
  worst_path_dominant_cell_family: "buffers and inverters"
  critPathMaxFanout: 1
  cpMaxStageDelayCell: "clkdlybuf4s50_1"
  required_ns: 1.28
  start_kind: "flop"
  worst_setup_path_end_kind: "primary output"
  arrival_ns: 1.10
  r2r-end: "pc_out[15]"
  cp_num_buf_inv: 1
  reg2reg_depth: 2
final_timing:
  min_period_ns: 1.42
  skew_ns: 0.00646
  rsz0062_at_grt: "false"
  layout_setup_ws_ns: 0.183
  relSlewSlack_pct: 71.3
  hold_violations: 0
  clock.fmax_mhz: 706
  finalMaxSlewViolations: 0
  whs_ns: 0.411
  setup_viol: 0
  worst_pin_slew_ns: 0.431
  final.period_utilization_pct: 88.5
  fin_tns_setup_ns: 0
hold_path:
  hold_path_class: "input port to flop"
  hold_depth: 2
  min_to: "cnt"
  hp-start: "rst"
finish:
  stdcell_area_sq_mm: 0.00196
  final_util_pct: 22.4
  area_growth_pct: 75.5
  layout-drive-gt1-share_pct: 29.8
power_and_ir_drop:
  p_leak_nw: 0.677
  powerDensity_mw_per_mm2: 866
  irDropWorstVdd_mv: 0.210
placement:
  numPortBuffers: 65
  place_ws_ns: 0.457
  gp_congestion: 0.637
  dp_hpwl_mm: 2.33
  placed_area_sq_mm: 0.00188
clocking:
  ctsRootBufferMaster: "clkbuf_8"
  ctsResizeCount: 0
  cts-hold-fix-buffers: 0
  cts_setup_buffers: 0
  cts_tree: "done"
  clockBufferDepth: 2
  clk_latency_ns: 0.28
  cts.htree.levels: 2
  cts_buffers: 5
  path_clk_slew_ns: 0.07
  cts_num_sinks: 33
-- per-layer routing --
| metal | up-vias | global-route usage [%] |
|---|---|---|
| met4 | 0 | 0.990 |
| met1 | 349 | 5.35 |
| met3 | 4 | 2.37 |
| met2 | 34 | 7.70 |
| li1 | 378 | - |
| met5 | - | 0 |
-- sequential cells by signal (all words and copies together) (netlist names) --
register  count
cnt           1
pc_out       32
-- worst max-delay path by stage --
| stage | start | to | cells after the start |
|---|---|---|---|
| 5_1_grt | pc_out[3] | pc_out[3] | 1 |
| 4_1_cts | pc_out[25] | pc_out[25] | 1 |
| 6_report | pc_out[25] | pc_out[25] | 1 |
-- layout by cell type, fill, tap and decap left out, drive strengths merged --
cell / instances
clkdlybuf4s50: 64
dfxtp: 33
nor3b: 32
clkbuf: 6
buf: 4
clkinv: 2
-- area by class of cell --
| class | count | area, sq um |
|---|---|---|
| repair buffers | 68 | 693 |
| clock buffers | 6 | 72.6 |
| fillers | 939 | 6800 |
| clock inverters | 2 | 10.0 |
| flip-flops and latches | 33 | 662 |
| multi-input cells | 32 | 390 |
| well taps | 108 | 135 |
-- power by group --
| part | switching (mW) | leakage (nW) | internal (mW) |
|---|---|---|---|
| registers | 0.0164 | 0.271 | 0.855 |
| logic | 0.0521 | 0.361 | 0.161 |
| clock network | 0.315 | 0.0450 | 0.302 |
| total | 0.383 | 0.677 | 1.32 |
-- logic make-up after synthesis --
group	count (synthesis)
buffers and inverters	6
AND/OR/NAND/NOR	32
flip-flops	33
-- through the flow --
stage | total power, mW | instances
6_report | 1.70 | 249
5_1_grt | 1.81 | 249
4_1_cts | 1.76 | 249
3_5_place_dp | 1.11 | 241
3_3_place_gp | 1.11 | 241
2_1_floorplan | 0.954 | 71
Power and IR drop assume default switching activity.
