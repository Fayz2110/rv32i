$ cat config.mk
export PLATFORM = sky130hd
export DESIGN_NAME = decode
export DESIGN_NICKNAME = decode
export VERILOG_FILES = /design/flow/design.v
export SDC_FILE = /design/flow/constraint.sdc
export NUM_CORES = 4
export LEC_CHECK = 1
export CORE_AREA = 10 10 112 112
export DIE_AREA = 0 0 122 122
$ cat constraint.sdc
current_design decode

set clk_period 4.6
set clk_io_pct 0.2

create_clock -name clk0 -period $clk_period

set non_clock_inputs [all_inputs -no_clocks]
set_input_delay [expr $clk_period * $clk_io_pct] -clock clk0 $non_clock_inputs
set_output_delay [expr $clk_period * $clk_io_pct] -clock clk0 [all_outputs]
$ cat design.v
module decode(
input  [31:0]ins,
output  wire[4:0] oprs1,oprs2,oprd,
output reg[3:0] aluop,
output  reg signed[31:0] imm,
output  reg wrt_en,
output reg alu_op2_sel,alu_op1_sel,
output reg mem_wrt_en,
output reg mem_rd_en,wrt_back_sel,
output reg [1:0] mem_mask,
output reg branch_en,
output reg [2:0] branch_op,
output reg jal_pc,
output reg jal_rd,
output reg [11:0] csr_offset,
output reg Csr_sig,csr_wrt_en
);
localparam R_type=7'b0110011;
localparam I_type=7'b0010011;
localparam S_type=7'b0100011;
localparam Load=7'b0000011;
localparam SB=7'b1100011;
localparam U=7'b0110111;
localparam auipc=7'b0010111;
localparam jal=7'b1101111;
localparam jalr=7'b1100111;
localparam csr=7'b1110011;
reg i_type,r_type,load,store,branch,u_type,auipc_sig,jal_sig,jalr_sig,csr_sig;
reg  signed[11:0] imm_d;
reg signed [12:0] imm_sb;
reg signed[20:0] imm_jal;
reg signed[19:0] imm_auipc;
assign oprs1=(ins[6:0]==I_type ||ins[6:0]==R_type||ins[6:0]==Load||ins[6:0]==store||ins[6:0]==SB||ins[6:0]==jalr||ins[6:0]==csr)?ins[19:15]:0;
assign oprs2=(ins[6:0]==S_type||R_type||ins[6:0]==SB)?ins[24:20]:0;
assign oprd =(ins[6:0]==I_type ||ins[6:0]==R_type||ins[6:0]==Load||ins[6:0]==U||ins[6:0]==auipc||ins[6:0]==jal||ins[6:0]==jalr||ins[6:0]==csr ) ?ins[11:7]:0;
always @(*) begin
case(ins[6:0])
I_type: begin i_type=1'b1;jalr_sig=1'b0; jal_sig=1'b0; auipc_sig=1'b0;u_type=1'b0; branch=1'b0;store=1'b0; r_type=0; load=0;csr_sig=1'b0;imm_d=ins[31:20];end
R_type: begin r_type=1'b1;jalr_sig=1'b0; jal_sig=1'b0; auipc_sig=1'b0;u_type=1'b0; branch=1'b0;store=1'b0;i_type=0;  load=0;csr_sig=1'b0; end
Load:begin  load=1'b1; jalr_sig=1'b0; jal_sig=1'b0; auipc_sig=1'b0;u_type=1'b0; branch=1'b0;store=1'b0;i_type=0;r_type=0;csr_sig=1'b0;imm_d=ins[31:20];   end
S_type:begin store=1'b1; jalr_sig=1'b0; jal_sig=1'b0; auipc_sig=1'b0;u_type=1'b0; branch=1'b0;i_type=0;r_type=0;load=1'b0;csr_sig=1'b0;imm_d={ins[31:25],ins[11:7]}; end
SB:begin branch=1'b1; jalr_sig=1'b0; jal_sig=1'b0; auipc_sig=1'b0;u_type=1'b0;store=1'b0;i_type=0;r_type=0;load=1'b0;csr_sig=1'b0;imm_sb={ins[31],ins[7],ins[30:25],ins[11:8],1'b0};end
U:begin u_type=1'b1; jalr_sig=1'b0; jal_sig=1'b0; auipc_sig=1'b0; branch=1'b0;store=1'b0;i_type=0;r_type=0;load=1'b0;csr_sig=1'b0;imm_auipc=ins[31:12]; end
auipc:begin auipc_sig=1'b1; jalr_sig=1'b0; jal_sig=1'b0; u_type=1'b0; branch=1'b0;store=1'b0;i_type=0;r_type=0; load=1'b0;csr_sig=1'b0;imm_auipc=ins[31:12];end
jal:begin jal_sig=1'b1;jalr_sig=0; auipc_sig=1'b0;u_type=1'b0; branch=1'b0;store=1'b0;i_type=0; r_type=0; load=0;csr_sig=1'b0;imm_jal={ins[31],{ins[19:12]},{ins[20]},{ins[30:21]},1'b0};  end
jalr:begin jalr_sig=1'b1; jal_sig=1'b0; auipc_sig=1'b0;u_type=1'b0; branch=1'b0;store=1'b0;i_type=0; r_type=0; load=0;csr_sig=1'b0;imm_d=ins[31:20]; end
csr:begin csr_sig=1'b1;jalr_sig=1'b0; jal_sig=1'b0; auipc_sig=1'b0;u_type=1'b0; branch=1'b0;store=1'b0;i_type=0; r_type=0; load=0; end
default:begin i_type=1'b0;jalr_sig=1'b0; jal_sig=1'b0; auipc_sig=1'b0;u_type=1'b0; branch=1'b0;store=1'b0; r_type=0; load=0;csr_sig=1'b0; end
endcase
 alu_op1_sel=(ins[6:0]==SB||ins[6:0]==auipc||ins[6:0]==jal)?1:0;
 alu_op2_sel=(ins[6:0]==I_type||ins[6:0]==Load||ins[6:0]==S_type||ins[6:0]==SB||ins[6:0]==U||ins[6:0]==auipc||ins[6:0]==jal||ins[6:0]==jalr)?1:0;
 mem_rd_en=(ins[6:0]==Load)?1:0;
 mem_wrt_en=(ins[6:0]==S_type)?1:0;
 wrt_back_sel=(ins[6:0]==I_type ||ins[6:0]==R_type||ins[6:0]==U||ins[6:0]==auipc||ins[6:0]==csr)?0:(ins[6:0]==Load)?1:0;
 aluop=(ins[6:0]==I_type ||ins[6:0]==R_type||ins[6:0]==csr)?{ins[30],ins[14:12]}:(ins[6:0]==U)?4'b1111:0;
 wrt_en =(ins[6:0]==I_type ||ins[6:0]==R_type||ins[6:0]==Load||ins[6:0]==U||ins[6:0]==auipc||ins[6:0]==jal||ins[6:0]==jalr||(ins[6:0]==csr && oprd!=0))?1:0;
 branch_en=(ins[6:0]==SB)?1:0;
 branch_op=(ins[6:0]==SB||ins[6:0]==csr)?ins[14:12]:0;
 jal_pc=(ins[6:0]==jal||ins[6:0]==jalr)?1:0;
 jal_rd=(ins[6:0]==jal||ins[6:0]==jalr)?1:0;
 csr_offset=(csr)?ins[31:20]:0;
 Csr_sig=(csr_sig)?1:0;
 csr_wrt_en=(csr_sig)?1:0;
if(load||store)begin
if(ins[14:12]==2'b00)begin
mem_mask=2'b01;  
end
else if(ins[14:12]==2'b01)begin
mem_mask=2'b10;  
end
else if(ins[14:12]==2'b10)begin
mem_mask=2'b11;
end
end
 if(branch)begin
imm = {{19{imm_sb[12]}}, imm_sb};
end
else if(u_type||auipc_sig)begin
imm =imm_auipc<<12;
end 
else if(jal_sig)begin
imm=(ins[31])?{{11{1'b1}}, imm_jal}:{{11{1'b0}}, imm_jal};
end
else if(i_type||store||load||jalr)begin
    imm = (imm_d[11]) ? {{20{1'b1}}, imm_d} : {{20{1'b0}}, imm_d};
end
else begin
imm=0;
end
end
endmodule
$ cat run.sh
#!/bin/bash
# OpenROAD 26Q1-2900-gdf79404cd8, Yosys 0.63+post, stock flow scripts
make -C /OpenROAD-flow-scripts/flow DESIGN_CONFIG=/design/flow/config.mk WORK_HOME=/design/flow/orfs finish
==> out/qor.txt <==
status: complete, no violations
maximum vdd drop: 51.9 µV
ant diodes: 0
WS Path Type: input pin to output pin
GRT Max-Usage Layer: met2
post-route cell area: 2710 µm²
crit path DAT: 3.42 ns
Core Region: 10200 µm²
Yosys top cell by instances: nand2_1
Syn Area/Cell: 6.83 µm²
grt ovf: 0
Setup Viol. Count Final: 0
GRT met3 Usage: 1.46%
Log Warnings: 32
gr usage total: 8.95%
first-pass GRT wire length: 10.8 mm
DP HPWL: 6.00 mm
MaxCap Viol Count: 0
register pins left without a clock: 14
drt drc: 0
Final period util: 94.4%
Die Y-Extent: 122 µm
max-slew violations: 0
Cell Chain, Critical Path: clkdlybuf4s50_1 > nor2_4 > nand2_1 > a221oi_1 > and2_1 > clkdlybuf4s50_1
post-cts resize count: 0
cts hold-fix bufs: 0
Mapped Area: 1540 µm²
Yosys chip area: 1540 µm²
top area contributor share: 13.6%
wire length per cell: 15.5 µm
Fmax: 230 MHz
# rows: 37
Logic area: 1100 µm²
Post-CTS Setup Bufs: 0
IO Pins: 111
DR pass1 iterations: 4
DRT iter0 DRCs: 74
RSZ-0062 raised after global routing: no
Mapped Cells: 226
I/O Buffers: 111
Slew Limit Headroom: 58.5%
crit path DRT: 3.68 ns
Cell Type Count: 49
fin crit period: 4.34 ns
CP Launch Type: input pin
die area: 14900 µm²
yosys cell count: 226
routed vias: 1955
Via density: 4.29
CP endpoint kind: output pin
Warnings, synthesis: 35
endpoints left unconstrained: 16
vias in the first global route: 1936
Worst Hold End: csr_offset[6]
initial antenna violation count: 0
slowest stage cell, crit path: clkdlybuf4s50_1
fillers: 1098
largest net degree at the start of global routing: 16
area leader, netlist: dlxtn_1
Die Width: 122 µm
met1 Track Usage GR: 11.0%
Hold Violations, Final: 0
power per cell area: 108 nW/µm²
Placer Congestion: 0.874
FFs w/ async S/R, synth: 0%
Synth Flop Type: dlxtn_1
TNS Setup: 0 ns
final WL: 7.06 mm
main area contributors: dlxtn_1, buf_4, nand2_1, and2_1, a21oi_1
hold_sp: ins[26]
dpl cell area: 2710 µm²
Detail Route Antenna Nets: 0
share of cells above drive strength 1: 10.6%
met2 usage: 16.5%
worst slew pin tran: 0.623 ns
fp util: 15.1%
CP peak stage delay: 0.70 ns
Area Growth Syn to Fin: 75.5%
post-synthesis register bit count: 14
Leak Pwr: 1.06 nW
Post-synth EDFFs: 0
total power: 0.292 mW
Min-Delay Path Class: input pin to output pin
Worst Path Max Fanout: 12
Storage cell area: 210 µm²
most frequent cells after synthesis: nand2_1, buf_4, a21oi_1
Hold Path Cell Cnt: 2
cell repeated most along the worst path: clkdlybuf4s50_1
[per-stage QoR]
| stage | util, % | hold slack [ns] | setup WS (ns) | cells |
|---|---|---|---|---|
| after CTS | 26.5 | 2.74 | 0.249 | 456 |
| after detailed placement | 26.5 | 2.74 | 0.263 | 456 |
| final | 26.5 | 2.73 | 0.258 | 456 |
| after global placement | 26.5 | 2.73 | 0.301 | 456 |
| after floorplan | - | 1.89 | 1.59 | 226 |
| after global routing | 26.5 | 2.75 | 0.0381 | 456 |
[cell type report]
cell class	count	share of cell area (%)
repair buffers	124	44.6
multi-input cells	176	40.5
flip-flops and latches	14	7.76
inverters	6	0.832
well taps	136	6.28
[sequential cells by signal (all words and copies together) (netlist names)]
signal / count
imm_d: 12
mem_mask: 2
[worst max-delay path, delay by kind of cell]
family                 cells  cell delay [ns]
buffers and inverters      2             1.17
AND/OR/NAND/NOR            3             0.70
AND-OR/OR-AND              1             0.62
[layer usage]
metal  wire length [µm]  vias up
met1               2850      908
met4                 81        0
li1                   -      979
met5                  0        -
met2               3730       63
met3                392        5
[power by group]
| part | switching, mW | internal (mW) |
|---|---|---|
| Clock | 0 | 0 |
| Sequential | 0.00678 | 0.0230 |
| Combinational | 0.0926 | 0.170 |
| Total | 0.0994 | 0.193 |
[logic make-up after synthesis]
logic type / Yosys count / synth area share [%]
buf+inv: 36 / 15.3
simple gates: 104 / 35.4
mux: 6 / 4.38
latches: 14 / 13.6
xor+xnor: 2 / 1.14
compound gates: 64 / 30.2
[placed cells by master, fill, tap and decap left out, types with 2 or more instances in the layout]
cell type        count
clkdlybuf4s50_1    111
nand2_1             39
a21oi_1             21
nor2_1              19
and2_1              17
dlxtn_1             14
buf_4               13
a22oi_1              8
nor3_1               7
inv_1                6
mux2_2               6
a22o_1               6
o21ai_0              5
a221o_1              5
o2bb2ai_1            4
nor2_2               3
or3_1                2
nand3b_1             2
nor4_1               2
a21o_1               2
[worst max path at each step]
stage,from,endpoint,cells after the start
CTS,ins[3],oprs1[3],6
global route,ins[3],oprs1[1],6
finish,ins[3],oprs1[4],6
Power figures rest on the tool's default switching activity, not on a simulated workload.
